==> run.sh <==
#!/bin/bash
# OpenROAD 26Q1-2900-gdf79404cd8, Yosys 0.63+post, stock flow scripts
make -C /OpenROAD-flow-scripts/flow DESIGN_CONFIG=/design/flow/config.mk WORK_HOME=/design/flow/orfs finish
==> config.mk <==
export PLATFORM = sky130hd
export DESIGN_NAME = button_matrix_reader
export DESIGN_NICKNAME = button_matrix_reader
export VERILOG_FILES = /design/flow/design.v
export SDC_FILE = /design/flow/constraint.sdc
export NUM_CORES = 4
export LEC_CHECK = 1
export CORE_UTILIZATION = 30
==> constraint.sdc <==
current_design button_matrix_reader

set clk_period 3.6
set clk_io_pct 0.2

create_clock -name clk0 -period $clk_period [get_ports {clk}]

set non_clock_inputs [all_inputs -no_clocks]
set_input_delay [expr $clk_period * $clk_io_pct] -clock clk0 $non_clock_inputs
set_output_delay [expr $clk_period * $clk_io_pct] -clock clk0 [all_outputs]
==> design.v <==
module button_matrix_reader (
    input  clk,         
    input  reset,       
    output reg [3:0] rows,    
    input [3:0] cols,         
    output reg [15:0] button_state  
);
reg [14:0] clk_div;
reg slow_clk_en;   
always @(posedge clk or posedge reset) begin
    if (reset) begin
        clk_div <= 0;
        slow_clk_en <= 0;
    end else begin
        if (clk_div == 26999) begin  
            clk_div <= 0;
            slow_clk_en <= 1;
        end else begin
            clk_div <= clk_div + 1;
            slow_clk_en <= 0;
        end
    end
end
reg [1:0] row_counter;
always @(posedge clk or posedge reset) begin
    if (reset) begin
        row_counter <= 0;
    end else if (slow_clk_en) begin
        row_counter <= row_counter + 1;
    end
end
always @(posedge clk or posedge reset) begin
    if (reset) begin
        rows <= 4'b1111;
    end else begin
        rows <= ~(4'b0001 << row_counter);
    end
end
reg [3:0] col_reg;
always @(posedge clk) begin
    if (slow_clk_en) begin
        col_reg <= cols;
    end
end
reg [15:0] raw_button_state;
always @(posedge clk or posedge reset) begin
    if (reset) begin
        raw_button_state <= 0;
    end else if (slow_clk_en) begin
        case (row_counter)
            2'd0: raw_button_state[3:0]   <= ~col_reg;  
            2'd1: raw_button_state[7:4]   <= ~col_reg;
            2'd2: raw_button_state[11:8]  <= ~col_reg;
            2'd3: raw_button_state[15:12] <= ~col_reg;
        endcase
    end
end
wire frame_update = (slow_clk_en && (row_counter == 2'd3));
reg [15:0] current_frame_state;
reg [15:0] stored_frame_state;
reg [4:0] debounce_count;  
always @(posedge clk) begin
    if (frame_update) begin
        current_frame_state <= raw_button_state;
    end
end
always @(posedge clk or posedge reset) begin
    if (reset) begin
        stored_frame_state <= 0;
        debounce_count <= 0;
    end else if (frame_update) begin
        if (current_frame_state == stored_frame_state) begin
            if (debounce_count < 5) debounce_count <= debounce_count + 1;
        end else begin
            stored_frame_state <= current_frame_state;
            debounce_count <= 0;
        end
    end
end
always @(posedge clk or posedge reset) begin
    if (reset) begin
        button_state <= 0;
    end else if (frame_update && (debounce_count == 5)) begin
        button_state <= stored_frame_state;
    end
end
endmodule
==> GITHUB_STEP_SUMMARY <==
## Synthesis and layout report

| Metric | Value |
|---|---|
| Postcts setup bufs | `0` |
| Maximum VDD drop | `212.2 uV` |
| Cell Area, Synth | `3757 um^2` |
| Chip Area, Yosys | `3757 um^2` |
| H-tree depth | `3` |
| CP max stage delay | `0.59 ns` |
| P_sw | `0.0004042 W` |
| Floorplan Utilization | `0.3102` |
| PortBufs | `25` |
| Max-slew violations | `0` |
| Internal | `0.001634 W` |
| Setup crit end kind | `flip-flop` |
| Power Density | `451.5 nW/um^2` |
| Synth area leader | `dfrtp_1` |
| Slew at the pin closest to its max-slew limit | `1.012 ns` |
| Post-synth EDFFs | `20` |
| Die height | `113.9 um` |
| CTS tree | `done` |
| Seq pwr share | `0.538` |
| DIE AREA | `12,980 um^2` |
| Period utilization | `0.7345` |
| Initial DRC count | `119` |
| Post-synth ARST share | `0.7895` |
| Initial antenna violation count | `0` |
| HP Class | `reg -> reg` |
| Mapped Cells | `271` |
| Root buf cell | `clkbuf_16` |
| Lkg Pwr | `1.933 nW` |
| Place WS | `0.9336 ns` |
| Worst-path fanout max | `19` |
| CTS Buf Count | `9` |
| Dominant register cell | `dfrtp_1` |
| Synth top cells by count | `dfrtp_1 (71), nand2_1 (28), mux2_2 (24)` |
| Via count | `1,983` |
| Detail Route Antenna Nets | `0` |
| GRT Total Usage | `0.09939` |
| Setup Total Neg Slack | `0 ns` |
| Crit path DAT | `2.87 ns` |
| Final min period | `2.644 ns` |
| DRC Markers | `0` |
| Cts hold-fix bufs | `0` |
| CP max-delay cell | `inv_1` |
| Worst-Skew Late Latency | `0.34 ns` |
| Switching share of power | `0.1983` |
| Layout cell share with drive strength beyond 1 | `0.1897` |
| Highest layer used for signal routing | `met4` |
| Top-area cell share | `0.4729` |
| Worst path bufs/invs | `1` |
| R2R Setup Slk | `0.96 ns` |
| Logic pwr share | `0.011` |
| CP Launch Type | `flip-flop` |
| First-pass GRT wire length | `9.798 mm` |
| Fmax | `0.3782 GHz` |
| Clk pwr share | `0.451` |
| Clock transition at path regs | `0.06 ns` |
| Post_cts resized | `0` |
| Max clock buf depth | `2` |
| Log Warnings | `29` |
| Synth area leaders | `dfrtp_1 (47%), edfxtp_1 (16%), mux2_2 (7.2%), xnor2_1 (4.9%), mux2_4 (3.2%)` |
| Ports | `26` |
| Final worst setup slack | `0.9556 ns` |
| Avg Inst Size Synth | `13.86 um^2` |
| Outcome | `finished clean` |
| WL final | `5.689 mm` |
| Setup-failing EPs final | `0` |
| Rows | `40` |
| Synth warn | `1` |
| Initial DRT Pass Iterations | `6` |
| Pin count of the biggest net entering global routing | `28` |
| Number of global-route vias before repair | `1,911` |
| Clock Skews | `0.01026 ns` |
| Yosys top cell by instances | `dfrtp_1` |
| Area Overhead vs Synth | `20.15%` |
| WL/cell | `11.88 um` |
| RSZ-0062 raised after global routing | `no` |
| Core area | `12,110 um^2` |
| M1 WL | `3.034 mm` |
| Clk sink count | `95` |
| Rel. slew slack | `0.3193` |
| Seq share, synth | `0.6607` |
| Crit path required time | `3.82 ns` |
| Crit-path cells | `nand2_1 -> inv_1 -> nand4_2 -> mux2_2` |
| Vias per cell | `4.140` |
| Final HPWL DP | `3.945 mm` |
| Final hold violations | `0` |
| #FFs+latches synth | `95` |
| GRT overflow | `0` |
| Global placer's final weighted congestion | `0.8335` |
| WS Path Type | `reg -> reg` |
| Routed met3 length | `285 um` |
| Met2 WL | `2.275 mm` |
| Crit path max-delay family | `simple AND/OR/NAND/NOR gates` |
| Max-cap violations | `0` |
| Chip width | `113.9 um` |
| Yosys cell count | `271` |
| Number of diodes | `0` |
| Synth unique cells | `30` |
per-stage QoR:
step,hold WS (ns),total power [W],area [um^2],util,instances
5_1_grt,0.4569,0.002109,4514,0.3727,479
6_report,0.4474,0.002038,4514,0.3727,479
2_1_floorplan,0.4248,0.001129,3757,-,271
3_5_place_dp,0.4348,0.001141,4219,0.3483,463
4_1_cts,0.4493,0.002063,4514,0.3727,479
3_3_place_gp,0.4356,0.001141,4219,0.3483,463
path summary, 6_finish.rpt:
path | endpoint | cells after the start | start
worst max-delay path | button_state[2] | 4 | slow_clk_en
worst min-delay path | current_frame_state[8] | 0 | raw_button_state[8]
worst max register to register | button_state[2] | 4 | slow_clk_en
worst min register to register | current_frame_state[8] | 0 | raw_button_state[8]
max in group asynchronous | rows[0] | 3 | reset
min in group asynchronous | button_state[11] | 2 | reset
layout by cell type (no fill, tap or decap), types with 2 or more instances in the layout:
cell type / netlist / final
nand4_1: 8 / 8
nor2b_1: 3 / 3
ha_1: 7 / 7
clkbuf_1: 2 / 2
inv_1: 9 / 8
xnor2_1: 21 / 21
mux2_4: 8 / 8
nor2_1: 15 / 15
nand2_1: 28 / 28
dfstp_2: 4 / 4
clkdlybuf4s50_1: 0 / 25
xor2_1: 9 / 9
edfxtp_1: 20 / 20
mux2_2: 24 / 24
buf_4: 0 / 4
o21ai_0: 18 / 18
nor3_1: 2 / 2
clkinvlp_4: 0 / 2
clkbuf_16: 0 / 10
nand3_1: 8 / 8
dfrtp_1: 71 / 71
power groups by stage:
stage | clock network [W] | registers [W] | logic, W
after CTS | 0.000943 | 0.00110 | 0.0000246
after global routing | 0.000987 | 0.00109 | 0.0000270
final | 0.000920 | 0.00110 | 0.0000228
metal layers:
| metal | vias to the layer above | track usage |
|---|---|---|
| met5 | - | 0 |
| met4 | 0 | 0.01299 |
| met3 | 9 | 0.02707 |
| met2 | 44 | 0.1370 |
| met1 | 926 | 0.1669 |
| li1 | 1004 | - |
cell families after synthesis:
logic type / synth area share
flops: 0.6607
xor+xnor: 0.06993
buf+inv: 0.01665
compound gates: 0.03164
simple gates: 0.09125
mux: 0.1066
fa+ha+maj: 0.02331
layout make-up:
| cell class | count | area (um^2) |
|---|---|---|
| Fill cell | 1158 | 7597 |
| Sequential cell | 95 | 2482 |
| Multi-Input combinational cell | 162 | 1212 |
| Clock buffer | 13 | 271.5 |
| Tap cell | 168 | 210.2 |
| Timing Repair Buffer | 29 | 280.3 |
| Clock inverter | 3 | 23.77 |
| Inverter | 9 | 33.78 |
Power and IR drop assume default switching activity.
